==> design/flow/run.sh <==
#!/bin/bash
# OpenROAD 26Q1-2900-gdf79404cd8, Yosys 0.63+post, stock flow scripts
make -C /OpenROAD-flow-scripts/flow DESIGN_CONFIG=/design/flow/config.mk WORK_HOME=/design/flow/orfs finish
==> design/flow/config.mk <==
export PLATFORM = sky130hd
export DESIGN_NAME = decoder
export DESIGN_NICKNAME = decoder
export VERILOG_FILES = /design/flow/design.v
export SDC_FILE = /design/flow/constraint.sdc
export NUM_CORES = 4
export LEC_CHECK = 1
export CORE_AREA = 10 10 73 73
export DIE_AREA = 0 0 83 83
==> design/flow/constraint.sdc <==
current_design decoder

set clk_period 2.3
set clk_io_pct 0.2

create_clock -name clk0 -period $clk_period [get_ports {sclk}]

set non_clock_inputs [all_inputs -no_clocks]
set_input_delay [expr $clk_period * $clk_io_pct] -clock clk0 $non_clock_inputs
set_output_delay [expr $clk_period * $clk_io_pct] -clock clk0 [all_outputs]
==> design/flow/design.v <==
module decoder(input sclk, rst, stackEmpty, input [7:0]codeWord, output serOut, output reg read, bitValid);
  reg [1:0]ps, ns;
  reg load, cntenb, T;
  wire [7:0]word;
  wire Codezero;
  assign word = codeWord - 32;
  assign codeZero = ~(|word);
  wire zero, Q;
  downCounter I(sclk, rst, load, cntenb, word, , zero);
  TFF II(sclk, rst, T, Q);
  always @(posedge sclk)
    if (rst)
      ps <= 2'b00;
    else
      ps <= ns;
  always @(ps or stackEmpty or zero or codeZero)
  begin
    case (ps)
      2'b00:  ns = stackEmpty ? 2'b00 : 2'b01;
      2'b01:  ns = codeZero ? 2'b00 : 2'b10;
      2'b10:  ns = zero ? 2'b00 : 2'b10;
    endcase
  end  
  always @(ps)
  begin
    {load, cntenb, read, T, bitValid} = 5'b00000;
    case (ps)
      2'b01:  {load, T, read} = 3'b111;
      2'b10:  {cntenb, bitValid} = 2'b11;
    endcase
  end 
  assign serOut = ~Q;
endmodule
module downCounter(input clk, rst, lde, c_en, input[7:0] ld, output reg [7:0]count, output zero);
  always @ (posedge clk, posedge rst) begin
      if(rst)
        count <= 8'b11111111;
      else if(lde)
        count <= ld;
      else if(c_en)
        count <= count - 1;
  end
  assign zero = (count == 8'b00000001);
endmodule
module TFF(input clk, rst, t, output reg Q);
    always @ (posedge clk, posedge rst) begin
          if(rst)
              Q <= 1'b0;
          else if(t)
              Q <= ~Q;      
    end
endmodule
==> metrics.cfg <==
[status]
status = completed

[cts]
clockBufferDepth = 2
cts_root_buf = clkbuf_8
cts_tree = done
cts_hold_buf = 0
cts_resized = 0
clk_pin_slew_ns = 0.06
cts_setup_buffers = 0
clock_latency_ns = 0.24
htreeDepth = 1
cts_made_buffers = 3

[final_timing]
unclocked_regs = 2
max_freq_ghz = 0.557
relSlewSlack_pct = 73.6
finalSetupViolations = 0
drv_slew = 0
finalSetupTns_ns = 0
finClkSkew_ns = 0.00665
finalCriticalPeriod_ns = 1.79
rsz0062_at_grt = false
hold_violations = 0
worst_pin_slew_ns = 0.395
finalCritPeriodShare_pct = 78.0
untimed_endpoints = 2

[floorplan]
die_y_um = 83
fp.coreArea_sq_um = 3740
num_rows = 22
pin_count = 14
initCoreUtil_pct = 20.8
die_width_um = 83
die_area_sq_um = 6890

[setup_path]
worst_path_max_delay_cell = clkdlybuf4s50_1
rr_startpoint = ps[0]$_SDFF_PP0_
reg2reg_to = I.count[7]$_DFFE_PP1P_
worst-path-buf-inv = 1
arrival_ns = 1.33
cp-start-kind = flop
ff2ff_setup_slack_ns = 0.67
cpLargestDelayFamily = buffers and inverters
critPathCaptureType = primary output
max_stage_delay_ns = 0.49
worstSetupPathDepth = 2
path_cells = ha_1, clkdlybuf4s50_1
path_class = flop to primary output
ff2ff_path_depth = 5
critical_path.max_fanout = 4
worstPathRequired_ns = 1.84

[logic_synthesis]
synth_cell_types = 36
avgSynthCellArea_sq_um = 9.17
ys_warn_count = 4
netlist_area_sq_um = 779
synth_chip_area_sq_um = 779
ys_async_sr_fraction_pct = 69.2
synth-edff-count = 0
ys_cells = 85
synth_flops = 13
synth_cells = 85
synth-main-ff-cell = dfstp_2

[route]
post_drt_wl_per_cell_um = 12.2
drt-initial-drc-count = 8
drc_errors = 0
final_antenna_net_count = 0
via_per_inst = 4.37
vias = 647
insertedDiodeCount = 0
wirelength_um = 1810
first_pass_iters = 4

[placed_design]
post-dp-hpwl_um = 1390
io_buffers = 13
gp_congestion = 0.854

[final_layout]
fillCellCount = 409
combGateArea_sq_um = 417
drive_gt1_share_pct = 16.0
regArea_sq_um = 305
utilization_pct = 27.1
syn_to_final_growth_pct = 30.2

[hold_path]
whs_path_depth = 1
worstHoldStart = II.Q$_DFFE_PP0P_
hp-class = flop to flop
holdPathEnd = II.Q$_DFFE_PP0P_

[global_route]
grt.busiest_layer = met2
grt.total_usage_pct = 5.23
use_met3_pct = 1.18
overflow = 0
grtUsageMet1_pct = 7.41
grt_pass1_wl_um = 3220
grt_util_met2_pct = 7.75
grt_max_degree = 19
antenna_found_initial = 0
grt_pass1_vias = 668

[power_and_ir_drop]
ir_drop_mv = 0.391
p_leak_uw = 0.000403
powerDensity_nw_per_um2 = 582

[flow_run]
warnings = 28
cap_viol_max_count = 0

## cell families (layout without fill, tap and decap cells)
family | Yosys count | after routing | share of synthesized area, %
adder cells (fa/ha/maj) | 6 | 6 | 9.63
AND-OR/OR-AND | 23 | 23 | 20.4
buffers and inverters | 15 | 30 | 7.38
latches | 2 | 2 | 3.85
AND/OR/NAND/NOR | 26 | 26 | 21.2
XOR/XNOR | 2 | 2 | 2.25
flip-flops | 11 | 11 | 35.3
## synth_stat cells (3+ instances only)
cell      number  area (sq um)
a22oi_1        3          22.5
nor2_1         4          15.0
inv_1         11          41.3
a21oi_1        4          20.0
nand2_1        4          15.0
ha_1           6          75.1
o21ai_0        4          20.0
o311ai_0       3          26.3
nor2b_1        3          18.8
dfstp_2        8           210
## final cells by class
cell class,count,area share [%]
multi-input combinational,57,41.1
sequential,13,30.1
clock inverter,1,0.493
inverter,11,4.07
timing repair buffer,15,14.3
clock buffer,3,4.07
tap,48,5.92
## per-stage QoR
step	instance area (sq um)	hold WS, ns	setup WS, ns	instances	total power [uW]
floorplan	779	0.282	0.592	85	334
global placement	968	0.463	0.575	144	394
detailed placement	968	0.470	0.564	144	397
CTS	1010	0.476	0.500	148	595
global route	1010	0.502	0.425	148	628
finish	1010	0.469	0.506	148	591
## sequential cells by signal, indices dropped and copies added, names as in the netlist
name,cells
I.count,8
II.Q,1
ns,2
ps,2
## cell usage in the layout (no fill, tap or decap), types with 2 or more instances in the layout
master and instances:
a21oi_1 4, a22oi_1 3, buf_4 2, clkbuf_8 3
clkdlybuf4s50_1 13, dfstp_2 8, dfxtp_1 2, dlxtn_1 2
ha_1 6, inv_1 11, nand2_1 4, nand2b_1 2
nor2_1 4, nor2b_1 3, nor3b_1 2, o211ai_1 2
o21ai_0 4, o311ai_0 3, or3_1 2, or3_4 2
xor2_1 2
## power breakdown
group	leakage, uW	internal [uW]	switching, uW	total [uW]
Combinational	0.000249	70.5	51.2	122
Clock	0.0000255	119	77.7	197
Sequential	0.000128	237	34.8	272
Total	0.000403	427	164	591
## worst max-delay path by stage
stage           startpoint  endpoint  slack [ns]
4_1_cts   ps[0]$_SDFF_PP0_      read        0.50
5_1_grt   ps[1]$_SDFF_PP0_      read        0.42
6_report  ps[0]$_SDFF_PP0_      read        0.51
## layer usage
layer | up-vias | part of all wire (%)
met4 | 0 | 2.0
met3 | 4 | 4.1
met2 | 9 | 45
met5 | - | 0
met1 | 299 | 49
li1 | 335 | -
No activity file was given, so power comes from the tool's default toggle rates.
